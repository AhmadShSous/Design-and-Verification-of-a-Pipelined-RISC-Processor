[flow/run.sh]
#!/bin/bash
# OpenROAD 26Q1-2900-gdf79404cd8, Yosys 0.63+post, stock flow scripts
make -C /OpenROAD-flow-scripts/flow DESIGN_CONFIG=/design/flow/config.mk WORK_HOME=/design/flow/orfs finish
[flow/config.mk]
export PLATFORM = sky130hd
export DESIGN_NAME = ALU
export DESIGN_NICKNAME = ALU
export VERILOG_FILES = /design/flow/design.v
export SDC_FILE = /design/flow/constraint.sdc
export NUM_CORES = 4
export LEC_CHECK = 1
export CORE_UTILIZATION = 50
[flow/constraint.sdc]
current_design ALU

set clk_period 24.4
set clk_io_pct 0.2

create_clock -name clk0 -period $clk_period

set non_clock_inputs [all_inputs -no_clocks]
set_input_delay [expr $clk_period * $clk_io_pct] -clock clk0 $non_clock_inputs
set_output_delay [expr $clk_period * $clk_io_pct] -clock clk0 [all_outputs]
[flow/design.v]
module ALU(
    input [31:0] A, B,
    input [2:0] ALUOp, 
    output reg signed [31:0] ALU_result,
    output reg Zero, Negative, Positive    
);
    always @(*) begin
        case(ALUOp)
            3'b000: ALU_result = A | B;     
            3'b001: ALU_result = A + B;     
            3'b010: ALU_result = A - B;     
            3'b011: begin              
                if (A == B) ALU_result = 0;
                else if (A < B) ALU_result = -1;
                else ALU_result = 1;
            end
            default: ALU_result = 0;
        endcase
        Zero = (ALU_result == 0);  
    	Negative = (ALU_result < 0);
        Positive = (ALU_result > 0);
    end
endmodule    
==> results_dict.tcl <==
# collected from the flow reports
set metrics [dict create \
    wl_per_cell_um 19.6 \
    yosysWarningCount 1 \
    post_cts_buffers 0 \
    met3_usage 0.0454 \
    final_core_util 0.610 \
    finalCriticalPeriod_ns 14.49 \
    critPathRequiredTime_ns 19.52 \
    power_density_nw_per_um2 24.2 \
    yosysTopAreaCell "ha_1" \
    ys_cells 831 \
    fin_crit_sh 0.594 \
    drive_above_1_share 0.0438 \
    grt_max_degree 29 \
    relSlewSlack 0.353 \
    ys_seq_frac 0 \
    path_class "in2out" \
    worstPathMaxFanout 28 \
    flops 0 \
    setup_viol 0 \
    hpwl_um 16300 \
    ioPinCount 102 \
    cts_resized 0 \
    initCoreUtil 0.515 \
    regArea_um2 0 \
    peakVddDrop_mv 0.0167 \
    wl_um 20200 \
    place.gp.congestion 1.01 \
    grtUsageTotal 0.350 \
    most-common-layout-cells "ha_1, clkdlybuf4s50_1, inv_1" \
    overflow 0 \
    synthesis.area_um2 5610 \
    grt_busiest_layer "met1" \
    min_path_cells 5 \
    drt_pass1_iterations 7 \
    layout-area-overhead-vs-synth_pct 18.3 \
    io_buffers 102 \
    num_vias 6636 \
    ys_chip_area_um2 5610 \
    hp-class "in2out" \
    worst_pin_slew_ns 0.966 \
    std_cell_rows 38 \
    outcome "complete, no violations" \
    postSynthAreaPerCell_um2 6.75 \
    n_antenna_cell 0 \
    clock_buffers 0 \
    crit_path_end_kind "output pin" \
    area_leaders "ha_1, inv_1, a21oi_1" \
    drtIter0Drc 520 \
    drc 0 \
    hold_violations 0 \
    synth_cell_type_count 86 \
    via_per_inst 6.44 \
    ctsHoldBuffers 0 \
    cp-start-kind "input port" \
    worst_hold_startpoint "B[29]" \
    p_leak_nw 2.98 \
    met1_usage 0.531 \
    openroad.warnings 109 \
    detail-route-antenna-nets 0 \
    die_w_um 108 \
    grt_pass1_wl_um 31700 \
    die_h_um 108 \
    met2_usage 0.528 \
    rsz0062_at_grt "false" \
    chipArea_um2 11700 \
    mostFrequentLayoutCell "ha_1" \
    synth_cells 831 \
    grt_pass1_vias 5975 \
    hold_end "ALU_result[29]" \
    top_cell_area_share 0.241 \
    fmax_mhz 69.0 \
    slew_viol_final 0 \
    antenna_found_initial 0 \
    arrival_ns 9.61 \
    fp.coreArea_um2 10900 \
    tns_ns 0 \
    max-cap-violations 0 \
]
[through the flow]
step / worst slack (ns) / cell area (µm²) / power (mW) / cells / hold WS (ns)
4_1_cts: 9.96 / 6640 / 0.157 / 1031 / 10.98
3_3_place_gp: 10.0 / 6640 / 0.156 / 1031 / 10.96
2_1_floorplan: 11.79 / 5610 / 0.0985 / 831 / 10.02
5_1_grt: 9.59 / 6640 / 0.175 / 1031 / 11.06
3_5_place_dp: 9.98 / 6640 / 0.156 / 1031 / 10.98
6_report: 9.91 / 6640 / 0.161 / 1031 / 10.99
[cell type report]
type	count	area, µm²
Timing Repair Buffer	107	1060
Inverter	98	368
Fill cell	988	4250
Tap cell	140	175
Multi-Input combinational cell	686	5030
[how the worst max path moves through the flow]
stage     start  depth (start not counted)    to
6_report  A[13]                         13  Zero
4_1_cts   A[13]                         13  Zero
5_1_grt   A[13]                         13  Zero
[where the power goes]
part | internal [mW] | leakage (nW) | switching [mW]
Sequential | 0 | 0 | 0
Clock | 0 | 0 | 0
Combinational | 0.0681 | 2.98 | 0.0927
Total | 0.0681 | 2.98 | 0.0927
[cells by family (layout without fill, tap and decap cells)]
| kind of cell | Yosys count | count (layout) | synth area share |
|---|---|---|---|
| AND-OR/OR-AND | 286 | 286 | 0.364 |
| multiplexers | 6 | 6 | 0.0109 |
| buffers and inverters | 145 | 205 | 0.103 |
| AND/OR/NAND/NOR | 266 | 266 | 0.246 |
| XOR/XNOR | 18 | 18 | 0.0281 |
| adder cells (fa/ha/maj) | 110 | 110 | 0.248 |
[Yosys cell counts, types with 12 or more instances]
master      n
a211oi_1   15
a21oi_1    73
buf_2      12
clkbuf_1   28
ha_1      108
inv_1      98
nand2_1    52
nand3_1    22
nand4_1    18
nor2_1     69
nor2b_1    14
nor3_1     26
nor4_1     13
o211ai_1   14
o21ai_0    38
xnor2_1    12
[routing by layer]
| layer | wire length [µm] | up-vias |
|---|---|---|
| li1 | - | 3192 |
| met5 | 0 | - |
| met2 | 8380 | 346 |
| met1 | 9540 | 3060 |
| met3 | 1880 | 38 |
| met4 | 435 | 0 |
[critical path: stages]
cell and delay, ns:
clkdlybuf4s50_1 0.53, inv_1 0.06, ha_1 0.52, nor4_1 0.66, nand4_1 0.25, nor2_1 0.14
o311a_1 0.23, or2_2 0.56, nand3_1 0.19, or4_1 0.57, nor4_2 0.31, and4b_1 0.24
clkdlybuf4s50_1 0.46
Power and IR drop assume default switching activity.
