--- flow/config.mk ---
export PLATFORM = sky130hd
export DESIGN_NAME = ID_EX
export DESIGN_NICKNAME = ID_EX
export VERILOG_FILES = /design/flow/design.v
export SDC_FILE = /design/flow/constraint.sdc
export NUM_CORES = 4
export LEC_CHECK = 1
export CORE_AREA = 10 10 205 205
export DIE_AREA = 0 0 215 215
--- flow/constraint.sdc ---
current_design ID_EX

set clk_period 1.0
set clk_io_pct 0.2

create_clock -name clk0 -period $clk_period [get_ports {clk}]

set non_clock_inputs [all_inputs -no_clocks]
set_input_delay [expr $clk_period * $clk_io_pct] -clock clk0 $non_clock_inputs
set_output_delay [expr $clk_period * $clk_io_pct] -clock clk0 [all_outputs]
--- flow/design.v ---
module ID_EX (
    input clk,
    input reset,
    input [2:0] ALUOp_in,
    input [1:0] ALUSrc_in,
    input       MemRead_in,
    input       MemWrite_in,
    input       WBdata_in,
    input       RegWrite_in,
    input       Data_write_in,
    input [31:0] BusA_in,
    input [31:0] BusB_in,
    input [31:0] imm_ext_in,
    input [3:0] Rd_in,
	input [31:0] PC,
	input [31:0] BTA_in,
    output reg [1:0] RegDst_out,
    output reg [2:0] ALUOp_out,
    output reg [1:0] ALUSrc_out,
    output reg       MemRead_out,
    output reg       MemWrite_out,
    output reg       WBdata_out,
    output reg       RegWrite_out,
    output reg       Data_write_out,
    output reg [31:0] BusA_out,
    output reg [31:0] BusB_out,
    output reg [31:0] imm_ext_out,
    output reg [3:0] Rd_out,
	output reg [31:0] PC_out,
	output reg [31:0] BTA_out
);
    always @(posedge clk or posedge reset) begin
        if (reset) begin
            {RegDst_out, ALUOp_out, ALUSrc_out, MemRead_out, MemWrite_out,
             WBdata_out, RegWrite_out, Data_write_out} <= 0;
            {BusA_out, BusB_out, imm_ext_out} <= 0;
            {Rd_out,BTA_out} <= 0; 
			PC_out <= 32'hFFFFFFFF;
        end else begin
            ALUOp_out      <= ALUOp_in;
            ALUSrc_out     <= ALUSrc_in;
            MemRead_out    <= MemRead_in;
            MemWrite_out   <= MemWrite_in;
            WBdata_out     <= WBdata_in;
            RegWrite_out   <= RegWrite_in;
            Data_write_out <= Data_write_in;
            BusA_out <= BusA_in;
            BusB_out <= BusB_in;
            imm_ext_out <= imm_ext_in;
            Rd_out <= Rd_in;
			PC_out <= PC ;
			BTA_out<=BTA_in; 
        end
    end
endmodule
--- flow/run.sh ---
#!/bin/bash
# OpenROAD 26Q1-2900-gdf79404cd8, Yosys 0.63+post, stock flow scripts
make -C /OpenROAD-flow-scripts/flow DESIGN_CONFIG=/design/flow/config.mk WORK_HOME=/design/flow/orfs finish
==> results_dict.tcl <==
# yosys + openroad results
set metrics [dict create \
    crit_family "flip-flops" \
    cp_num_buf_inv 1 \
    clkSlewWorstSetupHoldPaths_ns 0.07 \
    ys_seq_share_pct 99.5 \
    ant_nets 0 \
    dp_hpwl_mm 14.4 \
    worstSetupPathType "flop to output port" \
    htree_levels 4 \
    crit_chain "buf_2" \
    hold_violations 0 \
    place_ws_ns -0.171 \
    end_kind "output port" \
    fin_area_mm2 0.00857 \
    power_leakage_nw 3.83 \
    routed-via-count 2982 \
    grt.total_usage_pct 7.39 \
    grt_start_max_net_pins 17 \
    ys_ff 174 \
    drive_gt1_share_pct 45.2 \
    warning_count 28 \
    die_area_mm2 0.0462 \
    setup_viol 174 \
    area_growth_pct 94.0 \
    finalCriticalPeriod_ns 1.24 \
    synth_cell_types 5 \
    startpoint_type "flop" \
    port_buffers 349 \
    first_iter_violations 72 \
    yosys-top-cells-area "dfrtp_1 80%, dfstp_2 19%, buf_4 0.34%" \
    top_area_cell "dfrtp_1" \
    ys_cells 178 \
    die_w_um 215 \
    yosysWarnings 1 \
    p_total_mw 15.6 \
    met1_usage_pct 8.39 \
    cts-buffers-inserted 17 \
    clk_path_buf_depth 2 \
    place_area_mm2 0.00882 \
    violations "negative setup slack" \
    fmax_ghz 0.808 \
    first_pass_iters 4 \
    path_max_fanout 1 \
    met3_usage_pct 4.59 \
    ys_area_mm2 0.00442 \
    gp_congestion 0.779 \
    min_period_over_period_pct 124 \
    die_y_um 215 \
    ir_worst_vdd_mv 1.13 \
    layout_setup_ws_ns -0.238 \
    overflow 0 \
    fp-row-count 71 \
    coreArea_mm2 0.0376 \
    final_core_util_pct 22.8 \
    drv_cap 0 \
    power_density_mw_per_mm2 1830 \
    yosys.area.top_type_share_pct 80.5 \
    finalNonFillerCells 1096 \
    final_cell_mix "175 x clkdlybuf4s50_1, 173 x buf_2, 142 x dfrtp_1" \
    place_inst 1063 \
    grt_antenna_before_repair 7 \
    io_pins 352 \
    arrival_ns 1.04 \
    run_status "complete, but fails checks" \
    root_buffer "clkbuf_16" \
    syn_area_mm2 0.00442 \
    whs_ns 0.166 \
    rsz0062_at_grt "yes" \
    netlist_instances 178 \
    clock_sinks 174 \
    cts_tree "built" \
    grt_pass1_wl_mm 24.9 \
    slew_violations 0 \
    crit_slowest_cell "dfstp_2" \
    grt_pass1_vias 3380 \
    wirelength_mm 17.2 \
    vias_per_cell 2.72 \
    hold_class "input pin to flop" \
    wl_per_cell_um 15.6 \
    remaining_drc_errors 0 \
    lay_top_count "clkdlybuf4s50_1" \
    floorplan.initialDensity_pct 11.8 \
    grt-busiest-layer "met2" \
    slowest_delay_ns 0.52 \
    tns_ns -21.70 \
    grtUsageMet2_pct 11.8 \
    required_ns 0.80 \
    avgSynthCellArea_um2 24.8 \
]
## cells in the mapped netlist
library cell,count
inv_1,1
dfrtp_1,142
dfstp_2,32
buf_4,2
conb_1,1
## worst paths after layout
path                             from     endpoint  slack (ns)  cells after the start
worst min-delay path           PC[25]   PC_out[25]        0.17                      1
max in group asynchronous       reset   PC_out[10]        0.41                      4
min in group asynchronous       reset  BTA_out[26]        0.20                      3
worst max-delay path       PC_out[13]   PC_out[13]       -0.24                      1
## cells by family (layout without fill, tap and decap cells)
group	Yosys count	in the layout	synth area share, %
buf+inv	3	408	0.425
flops	174	174	99.5
other cells	1	3	0.0849
## repair_timing
| action | 4_1_cts | 5_1_grt |
|---|---|---|
| buffers inserted | 0 | 0 |
| endpoints found under the setup margin | 174 | 174 |
| hold buffers | 0 | 0 |
| pin swaps | 0 | 0 |
| gates resized | 572 | 0 |
## routing by layer
| layer | up-vias | share of wire, % |
|---|---|---|
| met3 | 21 | 13 |
| met5 | - | 0.31 |
| met2 | 197 | 48 |
| met1 | 1419 | 37 |
| met4 | 10 | 1.6 |
| li1 | 1335 | - |
## registers in the layout, indices dropped and copies added (netlist names)
register / flops
Rd_out: 4
PC_out: 32
WBdata_out: 1
MemWrite_out: 1
BTA_out: 32
BusA_out: 32
BusB_out: 32
ALUSrc_out: 2
ALUOp_out: 3
MemRead_out: 1
RegWrite_out: 1
imm_ext_out: 32
Data_write_out: 1
## power breakdown
| group | switching, mW | internal [mW] |
|---|---|---|
| clock | 2.85 | 3.98 |
| sequential | 0.0784 | 7.44 |
| combinational | 0.370 | 0.923 |
| total | 3.30 | 12.3 |
## area by class of cell
type,count,area [um2]
clock buffer,18,429
fill,3957,29000
timing repair buffer,375,2910
antenna,1,2.50
inverter,1,7.51
multi-input combinational,2,7.51
tap,511,639
sequential,174,4390
clock inverter,14,178
No activity file was given, so power comes from the tool's default toggle rates.
