--- design.v ---
module RegisterFile(
    input clk,
    input RegWrite, RegWrite2,
    input [3:0] Rd, Rs, Rt,
    input [31:0] BusW, BusW2,
    output reg [31:0] BusA, BusB
);
    reg signed [31:0] Registers[0:15];
    initial begin
        Registers[15] = 32'h00000001;
    end
    always @(posedge clk) begin
        if (RegWrite2)
            Registers[15] <= BusW2;
        if (RegWrite && Rd != 4'd15)
            Registers[Rd] <= BusW;
    end
	always @(negedge clk) begin
	    if (RegWrite && Rs == Rd)     
	        BusA <= BusW;          
	    else
	        BusA <= Registers[Rs];      
	    if (RegWrite && Rt == Rd)         
	        BusB <= BusW;
	    else
	        BusB <= Registers[Rt];
	end	 
endmodule
--- run.sh ---
#!/bin/bash
# OpenROAD 26Q1-2900-gdf79404cd8, Yosys 0.63+post, stock flow scripts
make -C /OpenROAD-flow-scripts/flow DESIGN_CONFIG=/design/flow/config.mk WORK_HOME=/design/flow/orfs finish
--- config.mk ---
export PLATFORM = sky130hd
export DESIGN_NAME = RegisterFile
export DESIGN_NICKNAME = RegisterFile
export VERILOG_FILES = /design/flow/design.v
export SDC_FILE = /design/flow/constraint.sdc
export NUM_CORES = 4
export LEC_CHECK = 1
export CORE_UTILIZATION = 40
--- constraint.sdc ---
current_design RegisterFile

set clk_period 5.5
set clk_io_pct 0.2

create_clock -name clk0 -period $clk_period [get_ports {clk}]

set non_clock_inputs [all_inputs -no_clocks]
set_input_delay [expr $clk_period * $clk_io_pct] -clock clk0 $non_clock_inputs
set_output_delay [expr $clk_period * $clk_io_pct] -clock clk0 [all_outputs]
==> results.py <==
# Generated from Yosys and OpenROAD reports
metrics = {
    "routing": {
        "dr.pass1.iters": 5,
        "drt_iter0_markers": 680,
        "wl_per_cell_um": 26.1,
        "drc": 0,
        "via_per_inst": 5.69,
        "wl_um": 63900,
        "vias": 13900,
        "antenna_left": 0,
    },
    "synth": {
        "adder_share": 0,
        "yosysChipArea_um2": 25200,
        "simple_gate_area_frac": 0.0175,
        "synth_async_sr_flop_share": 0,
        "yosys_warnings": 1,
        "logic_family": "multiplexers",
        "yosysTopAreaCell": "edfxtp_1",
        "synth_area_um2": 25200,
        "edf_count": 512,
        "area_leaders": "edfxtp_1 (61%), mux4_2 (23%), dfxtp_1 (5.1%), a22oi_1 (3.7%), mux2_2 (2.9%)",
        "synth.area.mux_share": 0.260,
        "syn_area_per_cell_um2": 20.0,
        "synth_flops": 576,
        "synth_top_area_share": 0.611,
        "synth_seq_share": 0.662,
        "synthAoiAreaFrac": 0.0370,
        "syn-instance-count": 1258,
        "ys.flop_type": "edfxtp_1",
        "synth_xor_xnor_area_share": 0.00278,
        "yosysUniqueCellTypes": 24,
        "ys_cells": 1258,
    },
    "sta": {
        "setup_viol": 0,
        "maxSlewViolCount": 0,
        "tns_ns": 0,
        "tightestPinTransition_ns": 0.852,
        "finClkSkew_ns": 0.0342,
        "holdWs_ns": 1.03,
        "relSlewSlack": 0.431,
        "rsz0062_at_grt": "false",
        "finalHoldViolations": 0,
    },
    "global_route": {
        "grt_pass1_vias": 15500,
        "grt_pass1_wl_um": 96200,
        "grt_max_degree": 39,
        "grt_usage": 0.228,
        "antenna_found_initial": 1,
        "grt-ovfl-total": 0,
    },
    "clocking": {
        "insertion_delay_ns": 0.65,
        "cts_tree": "built",
        "cts.sinks": 576,
        "path_clk_slew_ns": 0.06,
        "clockBufferDepth": 3,
        "cts_buffers": 61,
        "ctsHoldBuffers": 0,
        "h-tree-depth": 2,
        "cts_setup_buffers": 0,
        "cts_root_buffer": "clkbuf_16",
        "postCtsResizedCells": 0,
    },
    "placed_design": {
        "gp_congestion": 0.841,
        "hpwl_um": 40700,
        "portBuffers": 142,
    },
    "worst_setup_path": {
        "cp_max_fo": 1,
        "cpLargestDelayFamily": "buffers and inverters",
        "end_kind": "output port",
        "start_kind": "flip-flop",
        "critPathKind": "reg -> out",
        "timing.critical_path.buf_inv": 1,
        "path_cells": "clkdlybuf4s50_1",
        "critical_path.max_stage_delay_ns": 0.50,
        "slowest_stage": "clkdlybuf4s50_1",
        "critPathArrivalTime_ns": 4.30,
        "required_ns": 4.40,
    },
    "layout": {
        "seq_area_um2": 16700,
        "drive_gt1_frac": 0.376,
        "n_fill_cell": 4908,
        "syn_to_final_growth_pct": 24.7,
        "lay_top_cells": "edfxtp_1 (512), mux4_2 (258), clkdlybuf4s50_1 (137)",
        "final_common_cell": "edfxtp_1",
        "logic_area_um2": 8090,
    },
    "floorplan": {
        "die_x_um": 253,
        "io_pins": 143,
        "fp_util": 0.406,
        "die_area_um2": 63900,
        "rows": 91,
        "fp.coreArea_um2": 61900,
        "die_y_um": 253,
    },
    "power_and_ir_drop": {
        "p_per_area_nw_per_um2": 331,
        "leakagePower_nw": 10.6,
        "peakVddDrop_mv": 0.349,
    },
    "worst_hold_path": {
        "min-delay-path-class": "in -> reg",
    },
    "outcome": {
        "outcome": "finished, final reports clean",
    },
    "run": {
        "tool_warnings": 89,
        "max-cap-violations": 0,
    },
}
## metal layers
layer | part of all wire | wire, um | track usage
met2 | 0.49 | 31100 | 0.343
met1 | 0.35 | 22200 | 0.301
met4 | 0.022 | 1430 | 0.0419
met5 | 0.0042 | 270 | 0.0293
met3 | 0.14 | 8890 | 0.142
## final cells by class
cell class | instances | area share
multi-input combinational | 553 | 0.258
clock buffer | 83 | 0.0600
antenna | 1 | 0.0000797
timing repair buffer | 298 | 0.103
clock inverter | 96 | 0.0153
sequential | 576 | 0.531
tap | 837 | 0.0334
## sequential cells by signal, indices dropped and copies added (netlist names)
register / cells
BusA: 32
BusB: 32
Registers: 512
## worst paths after layout
kind,start,end,slack [ns],cells after the start
worst max-delay path,BusB[30]$_DFF_N_,BusB[30],0.1,1
worst min-delay path,BusW2[27],Registers[15][27]$_DFFE_PP_,1.03,1
worst max register to register,Registers[15][30]$_DFFE_PP_,BusA[30]$_DFF_N_,0.96,3
worst min register to register,Registers[6][14]$_DFFE_PP_,BusB[14]$_DFF_N_,3.55,4
## logic make-up after synthesis
group,after synthesis
AOI/OAI and AO/OA,124
and+or+nand+nor,99
DFF,576
buffers and inverters,129
muxes,322
xor gates and xnor gates,8
## synth_stat cells, types with 2 or more instances
| cell | n |
|---|---|
| clkbuf_1 | 80 |
| nor2_1 | 8 |
| dfxtp_1 | 64 |
| mux4_2 | 258 |
| a22oi_1 | 124 |
| nor2b_1 | 6 |
| buf_2 | 36 |
| nand2_1 | 68 |
| nor3_1 | 4 |
| nor4_2 | 2 |
| edfxtp_1 | 512 |
| mux2_2 | 64 |
| buf_1 | 11 |
| xor2_1 | 6 |
| and2_0 | 2 |
| xnor2_1 | 2 |
| nor4_1 | 2 |
| nand2b_1 | 3 |
## through the flow
stage / utilization / std cells / power (mW) / area (um2) / worst slack (ns)
after floorplan: - / 1258 / 5.62 / 25200 / 0.0142
after global placement: 0.469 / 2265 / 6.15 / 29000 / -0.359
after detailed placement: 0.469 / 2265 / 6.15 / 29000 / -0.359
after CTS: 0.507 / 2443 / 10.5 / 31400 / 0.0885
after global routing: 0.507 / 2444 / 10.8 / 31400 / 0.0433
final: 0.507 / 2444 / 10.4 / 31400 / 0.0973
## power breakdown
part	internal, mW	switching, mW
sequential	4.92	0.0610
clock	2.58	1.83
combinational	0.562	0.435
total	8.07	2.32
Power figures rest on the tool's default switching activity, not on a simulated workload.
